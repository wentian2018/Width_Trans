==> ./config.mk <==
export PLATFORM = sky130hd
export DESIGN_NAME = dualport_ram
export DESIGN_NICKNAME = dualport_ram
export VERILOG_FILES = /design/flow/design.v
export SDC_FILE = /design/flow/constraint.sdc
export NUM_CORES = 4
export LEC_CHECK = 1
export CORE_UTILIZATION = 40
==> ./constraint.sdc <==
current_design dualport_ram

set clk_period 2.3
set clk_io_pct 0.2

create_clock -name clk0 -period $clk_period [get_ports {rdclk}]
create_clock -name clk1 -period $clk_period [get_ports {wrclk}]

set non_clock_inputs [all_inputs -no_clocks]
set_input_delay [expr $clk_period * $clk_io_pct] -clock clk0 $non_clock_inputs
set_output_delay [expr $clk_period * $clk_io_pct] -clock clk0 [all_outputs]
==> ./design.v <==
module dualport_ram
#(
    parameter WRDATA_SIZE = 4, 
    parameter RDDATA_SIZE = 3, 
    parameter ADDR_SIZE  = 4   
)
(
    input wrclk,rdclk,  
    input wren,rden,  
    input [ADDR_SIZE-1:0] raddr,  
    input [ADDR_SIZE-1:0] waddr,  
    input [WRDATA_SIZE-1:0] wdata,  
    output [RDDATA_SIZE-1:0] rdata  
);
localparam RAM_DEPTH = 1 << ADDR_SIZE; 
reg [WRDATA_SIZE-1:0] Mem [RAM_DEPTH-1:0];
always @ (posedge wrclk) begin
    if (wren) begin
    Mem[waddr] <= wdata ;
    end
end
always @ (posedge rdclk ) begin
    if (rden) begin
    rdata = Mem[raddr];
    end
end
endmodule
==> ./run.sh <==
#!/bin/bash
# OpenROAD 26Q1-2900-gdf79404cd8, Yosys 0.63+post, stock flow scripts
make -C /OpenROAD-flow-scripts/flow DESIGN_CONFIG=/design/flow/config.mk WORK_HOME=/design/flow/orfs finish
==> flow_summary.yaml <==
# yosys + openroad results
run_status:
  outcome: "completed"
final_timing:
  slew_headroom_pct: 64.8
  hold_violations: 0
  finalSetupViolCount: 0
  worst_slew_pin_slew_ns: 0.527
  worst_slack_ns: 0.288
  slew_violations: 0
  rsz0062_at_grt: "no"
  setup_tns_ns: 0
setup_path:
  crit_path_end_kind: "register"
  crit_arrival_ns: 1.97
  ff2ff_path_depth: 3
  reg2reg_slack_ns: 0.76
  reg2reg_to: "rdata[1]"
  startpoint_type: "input port"
  timing.rr.start: "Mem[1][1]"
  cp_max_fo: 5
  cp.required_ns: 2.25
  crit_path_start: "raddr[0]"
  critPathKind: "input port to register"
place:
  dp_hpwl_mm: 2.27
  port_buffers: 16
  dp.cells: 190
  place_ws_ns: 0.0539
  routabilityCongestion: 0.780
pwr:
  power_density_nw_per_um2: 713
  vdd_drop_max_mv: 0.346
  p_leak_uw: 0.000791
  power.total_uw: 1740
synthesis:
  ys_cells: 103
  avgSynthCellArea_sq_um: 19.8
  syn-instance-count: 103
  ys_seq_share_pct: 75.0
  ys_warn_count: 2
  netlist_area_sq_um: 2040
  ys_ff: 51
  synth.distinct_cells: 15
  ys_area_sq_um: 2040
clocking:
  cts_tree: "built"
  clk_pin_slew_worst_paths_ns: 0.07
  cts_resized: 0
  cts_sinks: 51
  holdBufCountCts: 0
  postCtsSetupRepairBufs: 0
min_path:
  worstHoldPathCells: 3
  min_path_type: "register to register"
  hold_start: "Mem[4][0]"
  hold_end: "rdata[0]"
run:
  drv_cap: 0
  tool_warnings: 27
floorplanning:
  die_area_sq_um: 5390
  ios: 19
  die_h_um: 73.5
  core-area_sq_um: 4820
  fp-utilization_pct: 42.4
  rows: 25
  fp.dieW_um: 73.5
route:
  wl_mm: 3.14
  avgViaCountPerCell: 5.18
  wire_per_inst_um: 15.8
  ant_nets: 0
  via_count: 1031
  drt-initial-drc-count: 24
  drc: 0
  insertedDiodeCount: 0
  firstDrtPassIters: 4
global_route:
  global_route.usage.total_pct: 14.4
  grt_pass1_wl_mm: 5.24
  grt_antenna_before_repair: 0
  gr-total-overflow: 0
  grt_pass1_vias: 1129
  grt_max_degree: 17
finish:
  syn_to_final_growth_pct: 19.6
  n_fill_cell: 397
  fin_cells: 199
  drive_gt1_share_pct: 15.2
  fin_util_pct: 50.7
==> report_power, final <==
group	internal, uW	leakage, uW	total [uW]	switching (uW)
Sequential	1050	0.000464	1050	4.29
Combinational	66.3	0.000269	123	56.7
Clock	314	0.0000587	567	253
==> cells in the final DEF (no fill, tap or decap) <==
cell type / Yosys / layout
edfxtp_1: 51 / 51
clkdlybuf4s50_1: 0 / 16
nor2_1: 13 / 13
mux4_1: 8 / 8
clkbuf_8: 0 / 8
nand3_1: 7 / 7
buf_4: 0 / 5
nand2_1: 4 / 4
mux4_2: 4 / 4
nor3_1: 4 / 4
nor2b_1: 2 / 2
a22oi_1: 2 / 2
nand3b_1: 2 / 2
nand2b_1: 2 / 2
a22oi_2: 1 / 1
or3b_2: 1 / 1
clkbuf_1: 1 / 1
buf_12: 0 / 1
==> critical path, cell delays in order <==
cell and delay [ns]:
clkdlybuf4s50_1 0.45, buf_4 0.16, mux4_1 0.59, a22oi_1 0.21, nand3_1 0.10
==> logic make-up after synthesis <==
| logic type | count (synthesis) | share of synthesized area, % |
|---|---|---|
| DFF | 51 | 75.0 |
| and+or+nand+nor | 35 | 8.21 |
| muxes | 12 | 14.7 |
| AOI/OAI and AO/OA | 3 | 1.35 |
| buffers and inverters | 2 | 0.735 |
==> cell type report <==
| cell class | count | area (sq um) | area share (%) |
|---|---|---|---|
| Timing Repair Buffer | 22 | 218 | 8.91 |
| Tap cell | 67 | 83.8 | 3.43 |
| Clock buffer | 9 | 114 | 4.66 |
| Multi-Input combinational cell | 50 | 495 | 20.3 |
| Sequential cell | 51 | 1530 | 62.7 |
==> worst max-delay path by stage <==
stage	slack, ns	to
after CTS	0.28	rdata[1]
after global routing	0.22	rdata[1]
final	0.29	rdata[1]
==> cell usage after synthesis <==
cell type	number	area share [%]
or3b_2	1	0.43
edfxtp_1	51	75
clkbuf_1	1	0.18
nor2b_1	2	0.61
mux4_1	8	10
a22oi_2	1	0.61
buf_6	1	0.55
nor2_1	13	2.4
nand3_1	7	1.7
nand2b_1	2	0.61
nand3b_1	2	0.74
nand2_1	4	0.74
a22oi_1	2	0.74
nor3_1	4	0.98
mux4_2	4	4.4
==> layer usage <==
layer	up-vias	track usage (%)	share of wire [%]
met4	0	2.78	1.9
li1	481	-	-
met3	7	5.27	7.0
met2	39	21.7	49
met5	-	0	0
met1	504	23.2	42
==> flip-flops by register name (all words and copies together), names as in the netlist <==
register / flops
Mem: 48
rdata: 3
==> metrics by stage <==
| step | hold slack [ns] | cell area [sq um] |
|---|---|---|
| after floorplan | 0.559 | 2040 |
| after global placement | 0.760 | 2330 |
| after detailed placement | 0.765 | 2330 |
| after CTS | 0.859 | 2440 |
| after global routing | 0.898 | 2440 |
| final | 0.849 | 2440 |
Power and IR drop assume default switching activity.
