## ./config.mk

```make
export PLATFORM = sky130hd
export DESIGN_NAME = wptr_full
export DESIGN_NICKNAME = wptr_full
export VERILOG_FILES = /design/flow/design.v
export SDC_FILE = /design/flow/constraint.sdc
export NUM_CORES = 4
export LEC_CHECK = 1
export CORE_AREA = 10 10 74 74
export DIE_AREA = 0 0 84 84
```

## ./constraint.sdc

```tcl
current_design wptr_full

set clk_period 1.0
set clk_io_pct 0.2

create_clock -name clk0 -period $clk_period [get_ports {clk_wr}]

set non_clock_inputs [all_inputs -no_clocks]
set_input_delay [expr $clk_period * $clk_io_pct] -clock clk0 $non_clock_inputs
set_output_delay [expr $clk_period * $clk_io_pct] -clock clk0 [all_outputs]
```

## ./design.v

```verilog
module bin_to_gray 
#(
    parameter WIDTH = 8
)
(
    input [WIDTH-1:0] bin,
    output [WIDTH-1:0] gray
);
    wire [WIDTH-1:0] gray;
    assign gray = bin ^ (bin >> 1);
endmodule
module gray_counter
#(
    parameter WIDTH = 8
)
(
    input clk,
    input rst_n,
    input cen,  
    output [WIDTH-1:0] gray_dout
);
    reg  [WIDTH-1:0] gray_dout;
    wire [WIDTH-1:0] gray_temp;
    wire [WIDTH-1:0] bin_dout;
    wire [WIDTH-1:0] bin_add;
    always@(*) begin
        if (cen) begin
            bin_add = bin_dout + 1'b1;
        end
    end
    bin_to_gray #(WIDTH) btg(.bin(bin_add), .gray(gray_temp));
    always@(posedge clk or negedge rst_n) begin
        if(!rst_n)
            gray_dout <= {WIDTH{1'b0}};
        else
            gray_dout <= gray_temp;
    end
    gray_to_bin #(WIDTH) gtb(.gray(gray_dout), .bin(bin_dout));
endmodule
module gray_to_bin 
#(
    parameter WIDTH = 8
)
(
    input [WIDTH-1:0] gray,
    output [WIDTH-1:0] bin
);
    wire [WIDTH-1:0] bin;
    assign bin[WIDTH-1] = gray[WIDTH-1];
    genvar i;
    generate
        for (i=WIDTH-2; i>=0; i=i-1)
            begin: gry_to_bin
                assign bin[i] = bin[i+1] ^ gray[i];
            end
    endgenerate
endmodule
module wptr_full
#(
    parameter ADDSIZE = 4
)
(
    input wr_req,
    input clk_wr,rstn,
    input [ADDSIZE-1:0] wq2_rptr,
    output full,
    output wen,
    output [ADDSIZE-1:0] wptr
);
    wire cen;
    reg [ADDSIZE-1:0] gray_dout;
    reg [ADDSIZE-1:0] wptr;
    assign cen = wr_req && (!full) ;
    gray_counter #(ADDSIZE) GC(.clk(clk_wr), .rst_n(rstn), .cen(cen), .gray_dout(gray_dout));
    always @(posedge clk_wr or negedge rstn) begin
        if (!rstn) begin
            wptr <= 0;
        end else begin
            wptr <= gray_dout;
        end
    end
    wire full_val;
    assign full_val = (gray_dout == {~wq2_rptr[ADDRSIZE:ADDRSIZE-1],
                    wq2_rptr[ADDRSIZE-2:0]}) && (wr_req == 1);  
    always @(posedge clk_wr or negedge rstn) begin
        if (!rstn) begin
            full <= 1'b0;
        end else begin
            full <= full_val;
        end
    end 
    assign wen = !full ? 1 : 0;              
endmodule
```

## ./run.sh

```bash
#!/bin/bash
# OpenROAD 26Q1-2900-gdf79404cd8, Yosys 0.63+post, stock flow scripts
make -C /OpenROAD-flow-scripts/flow DESIGN_CONFIG=/design/flow/config.mk WORK_HOME=/design/flow/orfs finish
```

==> results.py <==
# Generated from Yosys and OpenROAD reports
metrics = {
    "worst_setup_path": {
        "worstPathCellList": "clkdlybuf4s15_1",
        "critPathMaxStageDelay_ps": 350,
        "worstPathMaxFanout": 1,
        "cp-start-kind": "flip-flop",
        "crit_type": "reg2out",
        "arrival_ps": 740,
        "crit_buf_inv": 1,
        "cp-end-kind": "primary output",
        "cp_top_family": "flip-flops",
        "critical_path_required_ps": 800,
        "cp_slowest_cell": "dfrtp_1",
    },
    "die": {
        "fp.dieH_um": 84,
        "coreArea_um2": 3970,
        "fp-utilization_pct": 10.4,
        "die_area_um2": 7060,
        "fp.dieW_um": 84,
        "num_rows": 23,
        "io_pins": 13,
    },
    "synthesis": {
        "yosysTopAreaCell": "dfrtp_1",
        "mux_area_share_pct": 0,
        "netlist_area_um2": 412,
        "ys_area_um2": 412,
        "ys_cells": 32,
        "xor_area_share_pct": 17.0,
        "yosysWarnings": 7,
        "post_synth_and_or_nand_nor_area_fraction_pct": 5.78,
        "syn_inst": 32,
        "topCellsByArea": "dfrtp_1, xor2_1, dlxtp_1",
        "synth_flops": 13,
        "synthTopLogicFamily": "XOR/XNOR gates",
        "aoi_share_pct": 1.22,
        "ys_types": 12,
        "top_area_share_pct": 54.7,
        "synth_area_per_cell_um2": 12.9,
        "ys_sh_adder_pct": 3.04,
    },
    "route": {
        "drtIter0Drc": 14,
        "wl_met2_um": 223,
        "antenna_cells": 0,
        "top_layer": "met4",
        "wl_met3_um": 87,
        "routed_via_density": 2.68,
        "dr_total_vias": 257,
        "drc_errors": 0,
        "wl_met1_um": 352,
        "wl_um": 704,
        "drt_pass1_iterations": 2,
        "antenna_left": 0,
        "avgRoutedWirePerCell_um": 7.33,
    },
    "clock_network": {
        "htree_levels": 1,
        "postCtsSetupBuffers": 0,
        "clockBufferDepth": 2,
        "clk_pin_slew_ps": 40,
        "tritoncts": "done",
        "numCtsBuffers": 3,
        "postCtsHoldBufs": 0,
        "cts-root-buf": "clkbuf_8",
        "clock_insertion_delay_worst_skew_ps": 220,
    },
    "final_timing": {
        "fin_crit_ps": 942,
        "rsz0062_at_grt": "false",
        "untimed_endpoints": 8,
        "worstMarginPinSlew_ps": 387,
        "unclocked_regs": 4,
        "slew-limit-headroom_pct": 74.1,
        "tns_ps": 0,
        "fin_skew_ps": 0.326,
        "setup_viol": 0,
        "post-route-period-util_pct": 94.2,
        "hold_violations": 0,
        "max_freq_mhz": 1060,
        "slew_violations": 0,
    },
    "cells_and_area": {
        "areaGrowthSynthToFinish_pct": 49.5,
        "finalNonFillerCells": 96,
        "fillers": 446,
        "stdcell_area_um2": 616,
        "layout-drive-gt1-share_pct": 10.9,
    },
    "global_route": {
        "grt_pass1_vias": 272,
        "grt_first_pass_wirelength_um": 1200,
        "grt_max_degree": 10,
        "antenna_found_initial": 0,
        "grt_usage_pct": 1.94,
        "grt-ovfl-total": 0,
    },
    "placement": {
        "dp_hpwl_um": 561,
        "portBuffers": 11,
        "placed_cells": 92,
        "gp_congestion": 0.781,
        "placed_area_um2": 581,
    },
    "pwr": {
        "p_leak_nw": 0.262,
        "power_w": 0.000802,
        "ir_drop_mv": 0.369,
        "p_per_area_nw_per_um2": 1300,
    },
    "min_path": {
        "min_path_type": "in2async",
    },
    "status": {
        "outcome": "finished, final reports clean",
    },
    "job": {
        "drv_cap": 0,
        "tool_warnings": 27,
    },
}
-- worst paths after layout --
check / start / to / slack (ps) / cells after the start
max in group asynchronous: rstn / wptr[1] / 460 / 1
worst max register to register: GC.gray_dout[0] / full / 200 / 2
worst min register to register: GC.gray_dout[1] / wptr[1] / 420 / 0
worst min-delay path: rstn / GC.gray_dout[2] / 270 / 1
min in group clk0: GC.gray_dout[1] / wptr[1] / 420 / 0
worst max-delay path: wptr[2] / wptr[2] / 60 / 1
-- cells in the final DEF (no fill, tap or decap) --
| cell type | Yosys | routed |
|---|---|---|
| clkbuf_2 | 0 | 1 |
| buf_2 | 0 | 1 |
| nor2b_1 | 1 | 1 |
| nand3_1 | 1 | 1 |
| nor3_1 | 1 | 1 |
| clkbuf_8 | 0 | 3 |
| nor2_1 | 1 | 1 |
| nand2_1 | 1 | 1 |
| clkbuf_1 | 1 | 1 |
| xor2_1 | 8 | 8 |
| ha_1 | 1 | 1 |
| o21ai_0 | 1 | 1 |
| inv_1 | 3 | 3 |
| clkdlybuf4s15_1 | 0 | 4 |
| dlxtp_1 | 4 | 4 |
| dfrtp_1 | 9 | 9 |
| clkdlybuf4s50_1 | 0 | 5 |
-- registers in the layout (all words and copies together), names as in the netlist --
signal	flops
full	1
GC.gray_dout	4
GC.bin_add	4
wptr	4
-- per-stage QoR --
| step | hold WS, ps | worst slack, ps | util (%) |
|---|---|---|---|
| 2_1_floorplan | -95.6 | 247 | - |
| 5_1_grt | 310 | 14.3 | 15.5 |
| 6_report | 268 | 58.1 | 15.5 |
| 4_1_cts | 278 | -49.9 | 15.6 |
| 3_5_place_dp | 413 | -72.1 | 14.6 |
| 3_3_place_gp | 417 | -74.1 | 14.6 |
-- cells by family (layout without fill, tap and decap cells) --
| logic type | after synthesis | count (layout) |
|---|---|---|
| DFF | 9 | 9 |
| xor gates and xnor gates | 8 | 8 |
| and+or+nand+nor | 5 | 5 |
| buffers and inverters | 4 | 18 |
| latches | 4 | 4 |
| adders and majority gates | 1 | 1 |
| AOI/OAI and AO/OA | 1 | 1 |
-- power breakdown --
group	internal (W)	switching [W]	total [W]
clock network	0.000276	0.000122	0.000398
registers	0.000371	0	0.000371
logic	0.0000197	0.0000129	0.0000326
-- area by class of cell --
class | instances | area, um2 | share of cell area, %
Clock buffer | 4 | 45.0 | 7.32
Tap cell | 50 | 62.6 | 10.2
Multi-Input combinational cell | 15 | 111 | 18.1
Sequential cell | 13 | 285 | 46.3
Timing Repair Buffer | 11 | 100 | 16.3
Inverter | 3 | 11.3 | 1.83
-- timing repair --
action | 4_1_cts | 5_1_grt
resized | 12 | 2
cloned | 0 | 0
setup endpoints to repair | 6 | 1
-- routing by layer --
layer  vias to the layer above  GRT usage (%)
met4                         0           1.37
met5                         -              0
met1                       117           2.75
met2                        13           2.09
met3                         2          0.984
li1                        125              -
-- cell usage after synthesis --
cell type  count
dfrtp_1        9
xor2_1         8
dlxtp_1        4
inv_1          3
clkbuf_1       1
ha_1           1
nand2_1        1
nand3_1        1
nor2_1         1
nor2b_1        1
nor3_1         1
o21ai_0        1
Power and IR drop assume default switching activity.
